$ cat config.mk
export PLATFORM = sky130hd
export DESIGN_NAME = FloatingPoint_comp
export DESIGN_NICKNAME = FloatingPoint_comp
export VERILOG_FILES = /design/flow/design.v
export SDC_FILE = /design/flow/constraint.sdc
export NUM_CORES = 4
export LEC_CHECK = 1
export CORE_AREA = 10 10 70 70
export DIE_AREA = 0 0 80 80
$ cat run.sh
#!/bin/bash
# OpenROAD 26Q1-2900-gdf79404cd8, Yosys 0.63+post, stock flow scripts
make -C /OpenROAD-flow-scripts/flow DESIGN_CONFIG=/design/flow/config.mk WORK_HOME=/design/flow/orfs finish
$ cat design.v
module FloatingPoint_comp (
    input logic [12:0] A,
    input logic [12:0] B,
    output logic gt,
    output logic lt,
    output logic eq
);
    FloatingPoint_gt AgtB(.A(A), .B(B), .gt(gt));
    FloatingPoint_gt BgtA(.A(B), .B(A), .gt(lt));
    assign eq = ~gt & ~lt;
endmodule
module FloatingPoint_gt (
    input logic [12:0] A,
    input logic [12:0] B,
    output logic gt
);
    logic sign_a, sign_b;
    logic [3:0] exp_a, exp_b;
    logic [7:0] mag_a, mag_b;
    always_comb begin
        gt = ((sign_a == 0)&(sign_b == 1)) | 
                ((sign_a == 0)&(sign_b == 0)&(exp_a > exp_b)) |
                ((sign_a == 0)&(sign_b == 0)&(exp_a == exp_b)&(mag_a > mag_b)) |
                ((sign_a == 1)&(sign_b == 1)&(exp_a < exp_b)) |
                ((sign_a == 1)&(sign_b == 1)&(exp_a == exp_b)&(mag_a < mag_b));
        end
    always_comb begin
        sign_a = A[12];
        sign_b = B[12];
        exp_a = A[11:8];
        exp_b = B[11:8];
        mag_a = A[7:0];
        mag_b = B[7:0];
    end
endmodule
$ cat constraint.sdc
current_design FloatingPoint_comp

set clk_period 3.9
set clk_io_pct 0.2

create_clock -name clk0 -period $clk_period

set non_clock_inputs [all_inputs -no_clocks]
set_input_delay [expr $clk_period * $clk_io_pct] -clock clk0 $non_clock_inputs
set_output_delay [expr $clk_period * $clk_io_pct] -clock clk0 [all_outputs]
==> run summary <==
The run has ended; figures from its reports follow.

Combinational logic burns 100.0% of the power. By count the netlist is led by 13 x sky130_fd_sc_hd__inv_1, 12 x sky130_fd_sc_hd__ha_1, 5 x sky130_fd_sc_hd__nor2_1, 3 x sky130_fd_sc_hd__nand4_1, 3 x sky130_fd_sc_hd__o21ai_0. The relative area change from synthesis to final layout is 96.7%. The number of antenna cells inserted came out at 0. The synthesis stats list as the most numerous cell sky130_fd_sc_hd__inv_1.

The portion of synthesized cell area occupied by the leading cell type came out at a little over a third. The slew check shows that the tightest pin keeps a relative margin of 76.4%. The placed cell area came out at 805 um2. The number of global-route vias before repair came to approximately 450. STA puts the critical path data required time at 3120 ps. The share of total power dissipated in sequential elements is 0%. The path type of the worst min-delay path is in2out.

In the routed layout, each cell is associated on average with a via count of roughly 3.5. The endpoint kind of the worst setup timing path is an output pin. The slew at the pin with the worst max-slew slack came out at ~350 ps. The routed via count is 468. Post-synthesis, Yosys gives the total cell area as 419 um2. For this run, the number of Yosys warnings is 1. The placement report lists the number of port buffers as 29. The number of remaining DRC errors is 0. The maximum clock rate is 267 MHz. The number of max-slew violations in the final report is 0.

The floorplan report gives the top-level pin count as 29. The placement summary gives the final routability congestion estimate as a little over 0.8. Entering global routing, the biggest net connects 7 pins.

For this run, the register share of the synthesized area comes to 0%. The max-capacitance violation count is 0. The number of endpoints failing setup at the final stage came out at 0.

The initialized floorplan defines 21 standard-cell rows. The critical setup path kind is in2out. The final standard cell count with taps included and fillers excluded is 135.

The number of optimization iterations in the first detailed-route pass came out at 4. The detailed router's first-iteration violation count came out at 1. Each instance of the synthesized netlist takes up on average 7.76 um2.

The ratio of cells with drive above 1 in the final layout is about 16%. In this run the tools logged warnings totalling 32. The final-report hold violation count came out at 0. The initial utilization of the core area, before any placement, comes to 12.3%. Before any placement, the netlist area is recorded as 419 um2. Along the worst path, the maximum fanout reaches 2.

The average wire length per cell after detail routing is 9.41 um. The final period demand of the worst path is around 3800 ps. The total global-route track usage came out at 3.81%. In this run the full chip footprint comes out at 6400 um2. The leakage power of the design is 0.383 nW.

The hold path endpoint is lt. Along the worst hold path, the cell count comes to 4. The sequential cell area in the final layout came out at 0 um2. The main area contributors are sky130_fd_sc_hd__ha_1 36%, sky130_fd_sc_hd__inv_1 12%, sky130_fd_sc_hd__a2111oi_4 6.6%, sky130_fd_sc_hd__nand4_1 4.5%, sky130_fd_sc_hd__nor2_1 4.5%. The detail route stage leaves a number of antenna-violating nets equal to 0. The run finished with clean final reports.

The origin of the worst min-delay path is A[12]. The number of different library cells in the post-synthesis netlist is 20. The category of the worst setup path launch point is an input pin. Setup repair after global routing left no endpoint under its margin. The design internal power is between 0.05 and 0.06 mW.

The flop count came out at 0. The report lists the power per cell area as between 100 and 150 nW/um2. The number of antenna violations at the first check in global routing is 0. The die is 80 um wide. Recorded from the global router log, the overflow total was 0.

The post-route fraction of the period consumed by the critical path came out at 96.2%. The detailed router reported a total wirelength of 1.27 mm. The final layout reports a setup TNS of 0 ps.

The cell count after placement came out at about 130. The clock network accounts for 0% of the total power. The yosys stat cell total is about 54. The post-detailed-placement half-perimeter wirelength is 1.18 mm.

The worst endpoint data arrival time is 2970 ps. The area of all placed cells without fillers is 825 um2. The die span in y came out at 80 um. Per the synthesis report, the dominant area consumer among library cells is sky130_fd_sc_hd__ha_1. The post-CTS hold buffer count recorded in the log is 0. The core region is 3420 um2. The net switching component of the power came out at 0.0311 mW. The wire length of the first global-routing pass came out at about 2.1 mm. The post-synthesis cell count is 54. The fraction of power spent switching nets came out at 35.6%. The clock buffer count in the final layout came out at 0. The worst-case vdd ir drop came out at roughly 0.036 mV.
## critical path, stage by stage
cell	delay, ps
sky130_fd_sc_hd__clkdlybuf4s50_1	450
sky130_fd_sc_hd__inv_1	40
sky130_fd_sc_hd__ha_1	290
sky130_fd_sc_hd__nor2b_4	130
sky130_fd_sc_hd__o211ai_2	140
sky130_fd_sc_hd__a21oi_2	90
sky130_fd_sc_hd__a2111oi_4	220
sky130_fd_sc_hd__buf_4	170
sky130_fd_sc_hd__mux2_4	290
sky130_fd_sc_hd__o221ai_2	150
sky130_fd_sc_hd__dlygate4sd2_1	230
## repair_timing
item	4_1_cts	5_1_grt
setup buffers	1	0
cloned	0	0
pin swaps	1	1
resized	2	3
setup endpoints to repair	2	1
## area by class of cell
class,instances,area (um2)
inverter,13,48.8
tap,46,57.6
timing repair buffer,35,337
fill,362,2590
multi-input combinational,41,382
## per-stage QoR
stage          util (%)  setup WS (ps)  hold WS, ps  power [mW]
2_1_floorplan         -            809         1640      0.0390
3_3_place_gp       23.6           -184         2680      0.0842
3_5_place_dp       23.6           -218         2700      0.0848
4_1_cts            23.8           8.12         2520      0.0876
5_1_grt            24.1           32.2         2470      0.0985
6_report           24.1            149         2400      0.0875
## kinds of logic (layout without fill, tap and decap cells)
kind of cell,after synthesis,in the layout,share of synthesized area [%]
AOI/OAI and AO/OA,13,13,28.7
and+or+nand+nor,13,13,16.7
buffers and inverters,13,48,11.6
adders and majority gates,12,12,35.8
muxes,2,2,5.07
xor gates and xnor gates,1,1,2.09
## how the worst max path moves through the flow
stage         startpoint  end  slack, ps  cells after the start
finish              A[1]   gt        150                     11
global route        A[1]   gt         30                     11
CTS                 A[1]   lt          8                     11
## metal layers
metal | part of all wire, % | GRT usage [%] | up-vias
met4 | 0 | 0 | 0
met2 | 45 | 6.26 | 13
met1 | 48 | 5.27 | 193
met3 | 6.9 | 0.795 | 0
li1 | - | - | 262
met5 | 0 | 0 | -
## power by group through the flow
stage	clock network, mW	logic (mW)	registers, mW
after CTS	0	0.0876	0
after global routing	0	0.0985	0
final	0	0.0875	0
## cells in the final DEF, fill, tap and decap left out, drive strengths merged
cell,netlist,layout
o21ai,3,3
o211ai,1,1
nor2,5,5
o221ai,2,2
dlymetal6s2s,0,1
buf,0,6
nor2b,2,2
a21oi,3,3
nor3,1,1
o21bai,1,1
mux2i,1,1
inv,13,13
mux2,1,1
ha,12,12
nand4,3,3
a2111oi,1,1
dlygate4sd2,0,1
clkdlybuf4s50,0,27
xor2,1,1
nand2,2,2
o21a,2,2
Power figures rest on the tool's default switching activity, not on a simulated workload.
