==> /design/flow/design.v <==
module BarrelShifter_1 (
    input logic [7:0] in,
    input logic [2:0] amt,
    input logic lr,  
    output logic [7:0] out
);
    logic [7:0] out_right [4];
    logic [7:0] out_left [4];
    always_comb begin
        out_left[0] = in;
        out_right[0] = in;
    end
    genvar i;
    generate
        for(i = 1; i < 4; i=i+1) begin : right_logic
            assign out_right[i] = amt[i-1] ? {out_right[i-1][2**(i-1):0], out_right[i-1][7:2**(i-1)]} : out_right[i-1];
        end    
    endgenerate
    generate
        for(i = 1; i < 4; i++) begin : left_logic
            assign out_left[i] = amt[i-1] ?  {out_left[i-1][7-2**(i-1):0], out_left[i-1][7:7-2**(i-1)+1]} : out_left[i-1];
        end    
    endgenerate
    always_comb begin
        out = lr ? out_left[3] : out_right[3];
    end
endmodule
module BarrelShifter_2 (
    input logic [7:0] in,
    input logic [2:0] amt,
    input logic lr,  
    output logic [7:0] out
);
    logic [7:0] out_right [4];
    logic [7:0] inverted_in, inverted_out;
    genvar i;
    generate 
        for(i = 1; i < 4; i=i+1) begin : right_logic
            assign out_right[i] = amt[i-1] ? {out_right[i-1][2**(i-1):0], out_right[i-1][7:2**(i-1)]} : out_right[i-1];
        end    
    endgenerate
    generate
        for(i = 0; i < 8; i++) begin : inv_logic
            assign inverted_in[i] = in[7-i];
            assign inverted_out[i] = out_right[3][7-i];
        end
    endgenerate
    always_comb begin
        out_right[0] = lr ? inverted_in : in;
        out = lr ? inverted_out : out_right[3];
    end
endmodule
module BarrelShifter_2_param #(DATA_WIDTH = 8, SEL_WIDTH = 3)(
    input logic [DATA_WIDTH-1:0] in,
    input logic [SEL_WIDTH-1:0] amt,
    input logic lr,  
    output logic [DATA_WIDTH-1:0] out
);
    logic [DATA_WIDTH-1:0] out_right [SEL_WIDTH+1];
    logic [DATA_WIDTH-1:0] inverted_in, inverted_out;
    genvar i;
    generate 
        for(i = 1; i < SEL_WIDTH+1; i=i+1) begin : right_logic
            assign out_right[i] = amt[i-1] ? {out_right[i-1][2**(i-1):0], out_right[i-1][DATA_WIDTH-1:2**(i-1)]} : out_right[i-1];
        end    
    endgenerate
    generate
        for(i = 0; i < DATA_WIDTH; i++) begin : inv_logic
            assign inverted_in[i] = in[DATA_WIDTH-1-i];
            assign inverted_out[i] = out_right[SEL_WIDTH][DATA_WIDTH-1-i];
        end
    endgenerate
    always_comb begin
        out_right[0] = lr ? inverted_in : in;
        out = lr ? inverted_out : out_right[SEL_WIDTH];
    end
endmodule
==> /design/flow/run.sh <==
#!/bin/bash
# OpenROAD 26Q1-2900-gdf79404cd8, Yosys 0.63+post, stock flow scripts
make -C /OpenROAD-flow-scripts/flow DESIGN_CONFIG=/design/flow/config.mk WORK_HOME=/design/flow/orfs finish
==> /design/flow/config.mk <==
export PLATFORM = sky130hd
export DESIGN_NAME = BarrelShifter_1
export DESIGN_NICKNAME = BarrelShifter_1
export VERILOG_FILES = /design/flow/design.v
export SDC_FILE = /design/flow/constraint.sdc
export NUM_CORES = 4
export LEC_CHECK = 1
export CORE_AREA = 10 10 70 70
export DIE_AREA = 0 0 80 80
==> /design/flow/constraint.sdc <==
current_design BarrelShifter_1

set clk_period 2.3
set clk_io_pct 0.2

create_clock -name clk0 -period $clk_period

set non_clock_inputs [all_inputs -no_clocks]
set_input_delay [expr $clk_period * $clk_io_pct] -clock clk0 $non_clock_inputs
set_output_delay [expr $clk_period * $clk_io_pct] -clock clk0 [all_outputs]
==> results_slide.txt <==
Run Summary

Power
  • Pwr Total: 215 uW
  • Leak: 0.417 nW
  • Worst vdd ir: 69.4 uV
  • Power Density: 211 nW/um^2

Global routing
  • First-pass GRT wire length: 3040 microns
  • Met2 usage: 0.0971
  • Grt met3 use: 0.00341
  • Vias in the first global route: 616
  • Global route overflow: 0
  • Largest net degree at the start of global routing: 10
  • Initial antenna violation count: 0
  • Gr busiest metal: met2
  • GRT met1 Usage: 0.0808
  • GRT Overall Usage: 0.0569

Placement
  • Hpwl dp: 1420 microns
  • DP Worst Slack: -0.590 ns
  • Routability cong.: 0.873
  • Input/output buffers: 20
  • Placed Area: 802 sq um

Logic synthesis
  • Avg Cell Area, Syn: 8.03 sq um
  • Cell variety after synth: 20
  • Complex Gates by Area: 0.181
  • Yosys adder share: 0
  • Synth Seq Share: 0
  • Yosys simple share: 0.271
  • Yosys warning count: 9
  • Synth Cell Area: 498 sq um
  • Yosys Instances: 62
  • Mux share: 0.480
  • Synth logic family: multiplexers
  • Chip area in the Yosys report: 498 sq um
  • Mapped Cells: 62
  • Yosys xor share: 0

Routing
  • Vias/cell: 4.60
  • DR DRC count: 0
  • Antenna diodes: 0
  • First DRT Iteration DRCs: 26
  • Vias: 639
  • Wire per inst: 13.4 microns
  • Routed wire length: 1870 microns
  • Drt first pass iters: 4
  • Final antenna-violating net count: 0

STA
  • Final critical-path required period: 2.24 ns
  • Fin. Hold Viols: 0
  • Worst slew margin: 0.837
  • Fmax: 447 MHz
  • Max-slew violation count: 0
  • Worst setup margin: 0.0634 ns
  • # setup viols final: 0
  • Tightest Pin Transition: 0.237 ns
  • Smallest hold slack: 1.76 ns
  • Final worst-path cycle share: 0.972

Status
  • Status: complete, no violations

Layout
  • Core Util, Final: 0.299
  • Fillcell total: 365
  • FF+latch area: 0 sq um
  • FFs & Latches: 0
  • Layout cell share with drive strength beyond 1: 0.624
  • Design area: 1020 sq um
  • Logic area: 608 sq um
  • Layout area overhead: 105%
  • Number of clock buffers in the layout: 0

Critical path
  • Worst Setup End Kind: primary output
  • Critical Path RT: 1.84 ns
  • Worst path top cell family by delay: buffers and inverters
  • CP Cell Sequence: dlygate4sd2_1 > and2_4 > buf_4 > o32ai_1 > nand2b_1 > buf_4 > mux2i_1 > dlygate4sd2_1
  • Worst Setup Start Kind: input pin
  • Crit Path Class: input pin to primary output
  • Slowest stage cell, crit path: dlygate4sd2_1
  • Crit path DAT: 1.78 ns
  • Slowest stage delay, CP: 0.28 ns
  • CP Buf/Inv Count: 4
  • Maximum fanout along the worst path: 4

Floorplan
  • FP Util: 0.146
  • Die Y: 80 microns
  • Die x size: 80 microns
  • Core ar.: 3420 sq um
  • Num rows: 21
  • Die ar.: 6400 sq um
  • # IOs: 20

Flow run
  • Max Cap Viol: 0
  • Tool Warnings: 32

Hold path
  • Worst min path class: input pin to primary output
## power breakdown
part / switching [mW] / internal (mW) / total (mW)
clock network: 0 / 0 / 0
logic: 0.0846 / 0.130 / 0.215
registers: 0 / 0 / 0
total: 0.0846 / 0.130 / 0.215
## final timing paths
| kind | from | end | slack [ns] | cells after the start |
|---|---|---|---|---|
| worst min-delay path | amt[0] | out[0] | 1.76 | 6 |
| worst max-delay path | in[1] | out[7] | 0.06 | 8 |
## layout by cell type, fill, tap and decap left out, drive strengths merged, types with 4 or more instances in the layout
| master | synthesis | routed |
|---|---|---|
| buf | 4 | 17 |
| mux2 | 12 | 12 |
| dlygate4sd2 | 0 | 11 |
| mux2i | 10 | 10 |
| clkdlybuf4s15 | 0 | 6 |
| nand2 | 5 | 5 |
| a22oi | 4 | 4 |
| o22ai | 4 | 4 |
| nor3b | 4 | 4 |
| nand2b | 4 | 4 |
## final cells by class
class                      count  area share
timing repair buffer          35       0.347
tap                           46      0.0564
multi-input combinational     58       0.596
## timing repair
action / in CTS / in global routing
hold buffers: 0 / 0
resized: 69 / 4
pin swaps: 1 / 0
gates cloned: 2 / 0
setup endpoints to repair: 8 / 3
setup buffers: 2 / 2
## through the flow
step | setup TNS (ns) | std cells
3_5_place_dp | -4.11 | 133
6_report | 0 | 139
4_1_cts | 0 | 137
5_1_grt | -0.00341 | 139
3_3_place_gp | -4.11 | 133
2_1_floorplan | 0 | 62
## per-layer routing
layer / routed length (microns) / vias up
met5: 0 / -
met3: 90 / 0
met2: 913 / 26
met1: 865 / 307
li1: - / 306
met4: 0 / 0
## cell usage after synthesis
| cell type | n | area [sq um] |
|---|---|---|
| a22oi_1 | 4 | 30.0 |
| and2_1 | 2 | 12.5 |
| buf_1 | 1 | 3.75 |
| buf_4 | 1 | 7.51 |
| buf_6 | 2 | 22.5 |
| mux2_1 | 1 | 11.3 |
| mux2_2 | 10 | 113 |
| mux2_4 | 1 | 15.0 |
| mux2i_1 | 10 | 100 |
| nand2_1 | 5 | 18.8 |
| nand2b_1 | 4 | 25.0 |
| nor2_1 | 2 | 7.51 |
| nor2_2 | 1 | 6.26 |
| nor2b_1 | 3 | 18.8 |
| nor3_1 | 2 | 10.0 |
| nor3b_1 | 4 | 30.0 |
| o221ai_1 | 2 | 17.5 |
| o22ai_1 | 4 | 25.0 |
| o32ai_1 | 2 | 17.5 |
| or2_2 | 1 | 6.26 |
## kinds of logic after synthesis
family	after synthesis
compound gates	12
mux	22
simple gates	24
buf+inv	4
No activity file was given, so power comes from the tool's default toggle rates.
