`./config.mk`:
```
export PLATFORM = sky130hd
export DESIGN_NAME = BinToBCD
export DESIGN_NICKNAME = BinToBCD
export VERILOG_FILES = /design/flow/design.v
export SDC_FILE = /design/flow/constraint.sdc
export NUM_CORES = 4
export LEC_CHECK = 1
export CORE_AREA = 10 10 105 105
export DIE_AREA = 0 0 115 115
export SYNTH_HDL_FRONTEND = slang
```
`./design.v`:
```
module BinToBCD (
    input logic clk,
    input logic rst,
    input logic start_op,
    input logic [13:0] bin,
    output logic [15:0] out_BCD,
    output logic done
);
    enum logic[1:0] {IDLE, OP, DONE} state_reg, next_state;
    logic[3:0] counter_reg, next_counter;
    logic [3:0] BCD_0_reg, next_BCD_0, BCD_1_reg, next_BCD_1, BCD_2_reg, next_BCD_2, BCD_3_reg, next_BCD_3;
    logic [3:0] next_BCD_0_temp, next_BCD_1_temp, next_BCD_2_temp, next_BCD_3_temp;
    assign out_BCD = {BCD_3_reg, BCD_2_reg, BCD_1_reg, BCD_0_reg};
    always_ff @(posedge clk, negedge rst) begin
        if(!rst) begin
            state_reg <= IDLE;
            counter_reg <= 4'd0;
            BCD_0_reg <= 4'd0;
            BCD_1_reg <= 4'd0;
            BCD_2_reg <= 4'd0;
            BCD_3_reg <= 4'd0;
        end
        else begin
            state_reg <= next_state;
            counter_reg <= next_counter;
            BCD_0_reg <= next_BCD_0;
            BCD_1_reg <= next_BCD_1;
            BCD_2_reg <= next_BCD_2;
            BCD_3_reg <= next_BCD_3;
        end
    end
    always_comb begin
        next_BCD_0 = BCD_0_reg;
        next_BCD_1 = BCD_1_reg;
        next_BCD_2 = BCD_2_reg;
        next_BCD_3 = BCD_3_reg;
        next_state = IDLE;
        next_counter = 4'h0;
        done = 1'b0;
        case (state_reg)
            IDLE : begin
                if(start_op) begin
                    next_state = OP;
                    next_BCD_0 = 4'h0;
                    next_BCD_1 = 4'h0;
                    next_BCD_2 = 4'h0;
                    next_BCD_3 = 4'h0;
                    next_state = OP;
                    next_counter = 4'd13;
                end
            end
            OP : begin
                if(counter_reg == 4'd0) next_state = DONE;
                else next_state = OP;
                next_counter = counter_reg - 1'b1;
                next_BCD_0_temp = (BCD_0_reg > 4'b0100) ? BCD_0_reg + 4'b0011 : BCD_0_reg;
                next_BCD_1_temp = (BCD_1_reg > 4'b0100) ? BCD_1_reg + 4'b0011 : BCD_1_reg;
                next_BCD_2_temp = (BCD_2_reg > 4'b0100) ? BCD_2_reg + 4'b0011 : BCD_2_reg;
                next_BCD_3_temp = (BCD_3_reg > 4'b0100) ? BCD_3_reg + 4'b0011 : BCD_3_reg; 
                next_BCD_0 = {next_BCD_0_temp[2:0], bin[counter_reg]};
                next_BCD_1 = {next_BCD_1_temp[2:0], next_BCD_0_temp[3]};
                next_BCD_2 = {next_BCD_2_temp[2:0], next_BCD_1_temp[3]};
                next_BCD_3 = {next_BCD_3_temp[2:0], next_BCD_2_temp[3]};
            end
            DONE : begin
                done = 1'b1;
            end
            default: begin
                next_state = IDLE;
            end
        endcase
    end
endmodule
```
`./run.sh`:
```
#!/bin/bash
# OpenROAD 26Q1-2900-gdf79404cd8, Yosys 0.63+post, stock flow scripts
make -C /OpenROAD-flow-scripts/flow DESIGN_CONFIG=/design/flow/config.mk WORK_HOME=/design/flow/orfs finish
```
`./constraint.sdc`:
```
current_design BinToBCD

set clk_period 3.3
set clk_io_pct 0.2

create_clock -name clk0 -period $clk_period [get_ports {clk}]

set non_clock_inputs [all_inputs -no_clocks]
set_input_delay [expr $clk_period * $clk_io_pct] -clock clk0 $non_clock_inputs
set_output_delay [expr $clk_period * $clk_io_pct] -clock clk0 [all_outputs]
```
==> run_results.csv <==
group,metric,value,unit
yosys,synthAdderAreaFrac,4.76,%
critical_path,r2r_setup_slack,1.76,ns
yosys,async_flop_share,100,%
critical_path,critPathKind,"input port to register",
sta,period_used_share,58.4,%
worst_hold_path,hp-class,"register to register",
yosys,ys_seq_share,43.9,%
route,routed_wirelength,3.28,mm
route,vias,1090,
outcome,status,"complete, no violations",
power_and_ir_drop,power.share.switching,37.9,%
final_layout,flop_area,577,µm²
yosys,synth_area,0.00131,mm²
floorplanning,io_pins,34,
yosys,synth-edff-count,0,
clocking,clockBufferDepth,2,
power_and_ir_drop,power_frac_clock,12.3,%
global_routing,grt-ovfl-total,0,
clocking,numCtsBuffers,3,
route,drc,0,
critical_path,crit_required,3.46,ns
global_routing,grt_antenna_before_repair,0,
power_and_ir_drop,peakVddDrop,0.364,mV
global_routing,grt_pass1_wl,5.68,mm
route,antenna_left,0,
critical_path,crit_chain,"clkdlybuf4s50_1 > nand2b_1 > nand2_1 > o41ai_1",
yosys,top_cells_by_area,"dfrtp_1 (42%), o21ai_0 (6.9%), a32o_1 (6.1%)",
sta,rsz0062_at_grt,"no",
clocking,h-tree-depth,1,
floorplanning,core,0.00876,mm²
yosys,top_cell_area_share,41.9,%
placement,io_buffers,33,
placement,placedCellCount,272,
critical_path,path_buffers,1,
sta,finClkSkew,0.00531,ns
yosys,xor_share,1.33,%
yosys,top_area_cell,"dfrtp_1",
power_and_ir_drop,power_density,779,mW/mm²
final_layout,area_growth,37.8,%
route,firstDrtPassIters,4,
route,wl_per_cell,11.9,µm
yosys,mux_area_share,9.62,%
final_layout,fin_cells,276,
route,routed_via_density,3.95,
clocking,cts_setup_buffers,0,
clocking,cts_resized,0,
clocking,hold_buffers,0,
placement,gp_congestion,0.765,
critical_path,regToRegStartpoint,"counter_reg[0]",
critical_path,critical_path.top_delay_family,"simple AND/OR/NAND/NOR gates",
clocking,cts_tree,"built",
yosys,flop_cell,"dfrtp_1",
clocking,clk_pin_slew,0.08,ns
yosys,top_cells_by_count,"dfrtp_1 (22), o21ai_0 (18), inv_1 (16), nand2_1 (10)",
floorplanning,fp.dieW,115,µm
route,drtIter0Drc,133,
global_routing,track_usage,5.14,%
sta,tns,0,ns
final_layout,fillers,963,
yosys,ys_sh_aoi,18.6,%
sta,min_period,1.93,ns
power_and_ir_drop,intPower,0.876,mW
clocking,cts_sinks,23,
placement,dpl.hpwl,2.56,mm
critical_path,critical_path.slowest_cell,"clkdlybuf4s50_1",
critical_path,startpoint_type,"input port",
route,detail_route.antenna_diodes,0,
critical_path,critical_path_arrival,2.08,ns
sta,worstMarginPinSlew,0.329,ns
yosys,top_cell,"dfrtp_1",
sta,finalHoldViolCount,0,
yosys,synth_cell_types,26,
power_and_ir_drop,p_leak,0.737,nW
sta,slew_headroom,78.1,%
power_and_ir_drop,p_sw,0.534,mW
critical_path,endpoint_kind,"register",
floorplanning,die_h,115,µm
worst_hold_path,hp-start,"state_reg[1]",
floorplanning,chip_area,0.0132,mm²
run,cap_viol_max_count,0,
yosys,ys_warn_count,0,
yosys,ys_ff,23,
sta,report.final.setup_viol,0,
critical_path,cp-startpoint,"start_op",
final_layout,mi_logic_area,647,µm²
yosys,yosys.stat.chipArea,0.00131,mm²
yosys,synthTopLogicFamily,"AND-OR/OR-AND gates",
final_layout,drive_gt1_share,5.95,%
critical_path,worstPathMaxFanout,8,
critical_path,slowest_delay,0.51,ns
global_routing,grt_max_degree,24,
yosys,simple_gate_share,15.0,%
run,warnings,25,
power_and_ir_drop,pwr-share-comb,49.3,%
clocking,cts-root-buf,"clkbuf_8",
power_and_ir_drop,seqPwrFrac,38.4,%
yosys,yosys_cells,134,
sta,fmax,518,MHz
sta,final_max_slew_viol_count,0,
global_routing,grt_pass1_vias,1082,
clocking,clkLatencyLatePin,0.26,ns
floorplanning,initial_core_util,15.0,%
yosys,syn_inst,134,
yosys,syn_area_per_cell,9.80,µm²
floorplanning,rows,34,
## power groups by stage
| stage | registers [mW] | logic [mW] | clock network [mW] |
|---|---|---|---|
| 4_1_cts | 0.544 | 0.710 | 0.183 |
| 6_report | 0.541 | 0.695 | 0.174 |
| 5_1_grt | 0.574 | 0.794 | 0.192 |
## placed cells by master, fill, tap and decap left out, drive strengths merged
cell and instances:
a221oi 1, a31oi 4, a32o 8, and2 2, buf 2, clkbuf 3, clkdlybuf4s50 33, clkinv 1
dfrtp 22, dfstp 1, ha 5, inv 16, mux2 1, mux2i 4, mux4 3, nand2 10
nand2b 2, nor2 8, nor2b 5, nor3 3, nor3b 1, o21ai 18, o22ai 4, o41ai 1
or3 8, xnor2 2
## metal layers
metal / part of all wire [%] / wire (µm) / global-route usage [%]
met2: 44 / 1450 / 7.66
met4: 0.58 / 19 / 0.413
met5: 0 / 0 / 0
met3: 3.8 / 123 / 1.27
met1: 51 / 1680 / 7.67
## metrics by stage
stage | utilization (%) | total power [mW] | worst slack (ns) | hold slack (ns) | instance area [µm²]
floorplan | - | 0.971 | 1.72 | 0.364 | 1310
global placement | 20.1 | 1.25 | 1.23 | 0.487 | 1760
detailed placement | 20.1 | 1.25 | 1.13 | 0.461 | 1760
CTS | 20.7 | 1.44 | 1.36 | 0.493 | 1810
global route | 20.7 | 1.56 | 1.29 | 0.516 | 1810
finish | 20.7 | 1.41 | 1.37 | 0.490 | 1810
## cell type report
class / count / area share [%]
timing repair buffer: 35 / 19.1
clock inverter: 1 / 0.276
tap: 108 / 7.46
sequential: 23 / 31.9
multi-input combinational: 90 / 35.7
inverter: 16 / 3.32
clock buffer: 3 / 2.28
## worst paths after layout
path / endpoint / cells after the start
setup / recovery: BCD_0_reg[0] / 4
hold / removal: state_reg[0] / 1
setup reg to reg: BCD_0_reg[0] / 3
hold reg to reg: state_reg[0] / 1
max in group asynchronous: state_reg[0] / 2
min in group asynchronous: counter_reg[2] / 2
## logic make-up after synthesis
kind of cell | Yosys count
AND-OR/OR-AND | 36
XOR/XNOR | 2
adder cells (fa/ha/maj) | 5
buffers and inverters | 21
flip-flops | 23
multiplexers | 8
AND/OR/NAND/NOR | 39
Power figures rest on the tool's default switching activity, not on a simulated workload.
